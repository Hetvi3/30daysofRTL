===== flow/config.mk =====
export PLATFORM = sky130hd
export DESIGN_NAME = day5
export DESIGN_NICKNAME = day5
export VERILOG_FILES = /design/flow/design.v
export SDC_FILE = /design/flow/constraint.sdc
export NUM_CORES = 4
export LEC_CHECK = 1
export CORE_AREA = 10 10 70 70
export DIE_AREA = 0 0 80 80

===== flow/constraint.sdc =====
current_design day5

set clk_period 2.8
set clk_io_pct 0.2

create_clock -name clk0 -period $clk_period

set non_clock_inputs [all_inputs -no_clocks]
set_input_delay [expr $clk_period * $clk_io_pct] -clock clk0 $non_clock_inputs
set_output_delay [expr $clk_period * $clk_io_pct] -clock clk0 [all_outputs]

===== flow/design.v =====
module day5 #(parameter SIZE=4)(
input [SIZE-1:0]a,b,
input ctrl,
output [SIZE-1:0] sum,cout);
 wire [SIZE-1:0] b_not;
genvar i;
assign b_not=b^{SIZE{ctrl}};
full_adder a0(a[0], b_not[0], ctrl, sum[0], cout[0]);
generate 
	for(i=1; i<SIZE ; i=i+1) 
		begin : adder_sub 
			full_adder a1(a[i], b_not[i], cout[i-1], sum[i], cout[i]);
		end
endgenerate
endmodule
module full_adder(
  input a, b, cin,
  output sum, cout
);
  assign {sum, cout} = {a^b^cin, ((a & b) | (b & cin) | (a & cin))};
endmodule

===== flow/run.sh =====
#!/bin/bash
# OpenROAD 26Q1-2900-gdf79404cd8, Yosys 0.63+post, stock flow scripts
make -C /OpenROAD-flow-scripts/flow DESIGN_CONFIG=/design/flow/config.mk WORK_HOME=/design/flow/orfs finish

==> results.ini <==
[placed_design]
pre_cts_ws_ps = -561
gp_congestion = 0.777
port-buffer-count = 17
dp_hpwl_um = 647

[worst_setup_path]
path_buffers = 3
worst_path_max_delay_cell = clkdlybuf4s50_1
cpPeakStageDelay_ps = 410
cp.arrival_ps = 2160
cp_num_cells = 7
start_kind = input pin
path_cells = clkdlybuf4s50_1 > xor2_1 > fa_2 > buf_4 > o32a_4 > o21a_1 > clkbuf_2
critPathTopFamily = buffers and inverters
crit_path_end_kind = primary output
worstPathMaxFanout = 3
critPathRequiredTime_ps = 2240
worstSetupPathType = in -> out

[global_routing]
grt_pass1_wl_mm = 1.23
gr-usage-all-layers = 0.0231
grt_pass1_vias = 264
grt_max_degree = 5
antenna_found_initial = 0
overflow = 0

[floorplan]
die_x_um = 80
core_area_um2 = 3420
initCoreUtil = 0.0667
rows = 21
io_pins = 17
chipArea_um2 = 6400
die.size.y_um = 80

[layout]
utilization = 0.154
drive_above_1_share = 0.438
area_delta_synth_final_pct = 131
seq_cells = 0
clkbuf_count = 0
n_fill_cell = 391
regArea_um2 = 0

[power]
p_seq_frac = 0
power_density_nw_per_um2 = 220
p_switching_uw = 37.9
power_frac_comb = 1.000
clkPwrFrac = 0
leakage_uw = 0.000222
worst_ir_drop_vdd_v = 0.0000380
p_sw_frac = 0.329
internal_power_uw = 77.4
fin_total_pwr_uw = 115

[final_timing]
layout_setup_ws_ps = 82.3
setup_violations = 0
period_minus_slack_ps = 2720
slew_viol_final = 0
grt_setup_unrepaired = no
hold_viol = 0
slew_headroom = 0.800
max_freq_mhz = 368
worst_pin_slew_ps = 298
period_used_share = 0.971

[logic_synthesis]
ys_cells = 26
yosys_area_um2 = 228
synth_area_um2 = 228
synthCells = 26
syn-mean-instance-area_um2 = 8.76
synth_cell_types = 14
ys_seq_share = 0
yosysWarningCount = 0

[routing]
drtAntennaViolNets = 0
drt-total-wl_um = 852
vias = 253
route.detailed.drc = 0
first_iter_violations = 12
drtPass1Iterations = 2
routed_via_density = 2.69
wire_per_inst_um = 9.06
diodes = 0

[min_path]
hold_path.class = in -> out
hold_end = cout[3]
hp-start = b[3]
holdPathStages = 5

[run]
tool_warnings = 33
cap_violations = 0

[outcome]
status = completed

[clock_tree]
cts_hold_buf = 0

==> routing by layer <==
layer | global-route usage | vias to the layer above | routed length (µm)
met3 | 0.0193 | 0 | 192
met2 | 0.0313 | 17 | 270
met4 | 0 | 0 | 0
li1 | - | 127 | -
met1 | 0.0291 | 109 | 390
met5 | 0 | - | 0
==> area by class of cell <==
cell class	count	area [µm²]	share of cell area
timing repair buffer	30	269	0.512
tap	46	57.6	0.110
multi-input combinational	18	199	0.379
==> cells by family after synthesis <==
logic type                 count (synthesis)  synth area share
muxes                                      1            0.0494
AOI/OAI and AO/OA                          6             0.187
and+or+nand+nor                            3            0.0769
buffers and inverters                      8             0.264
adders and majority gates                  3             0.198
xor gates and xnor gates                   5             0.225
==> worst max-delay path by stage <==
stage	startpoint	end	slack (ps)
6_report	b[1]	sum[3]	80
5_1_grt	b[1]	sum[3]	9
4_1_cts	b[0]	sum[3]	-70
==> cell usage after synthesis <==
library cell	count	area share
buf_4	8	0.26
fa_1	1	0.088
ha_1	2	0.11
mux2_2	1	0.049
nand2b_1	1	0.027
nor3_1	1	0.022
o21a_1	1	0.033
o21ai_0	2	0.044
o21bai_1	1	0.033
o22ai_1	1	0.027
o32a_2	1	0.049
or3_1	1	0.027
xor2_1	4	0.15
xor2_2	1	0.071
==> per-stage QoR <==
step	setup TNS, ps	cell area, µm²	hold WS [ps]	cells
3_3_place_gp	-2000	478	2160	92
3_5_place_dp	-2110	478	2170	92
5_1_grt	0	526	1930	94
2_1_floorplan	0	228	1270	26
4_1_cts	-71.5	498	1870	93
6_report	0	526	1870	94
==> power by group through the flow <==
stage	clock network (µW)	registers (µW)	logic (µW)
6_report	0	0	115
5_1_grt	0	0	128
4_1_cts	0	0	108
==> placed cells by master, fill, tap and decap left out, drive strengths merged, types with 2 or more instances in the layout <==
cell and count:
buf 13, clkdlybuf4s50 9, ha 2, o21ai 2, clkdlybuf4s15 3, dlygate4sd2 3, xor2 5
==> tightest hold or removal path, cell delays in order <==
cell and delay (ps):
dlygate4sd2_1 240, xor2_2 90, o22ai_1 110, o21bai_1 70, dlygate4sd2_1 240
==> timing repair <==
item | 4_1_cts | 5_1_grt
buffers inserted | 1 | 1
endpoints found under the hold margin | 0 | 0
setup endpoints to repair | 6 | 3
resized | 13 | 10
pin swaps | 3 | 5
Power is estimated from default activity; no workload was simulated.
