**flow/run.sh**
```bash
#!/bin/bash
# OpenROAD 26Q1-2900-gdf79404cd8, Yosys 0.63+post, stock flow scripts
make -C /OpenROAD-flow-scripts/flow DESIGN_CONFIG=/design/flow/config.mk WORK_HOME=/design/flow/orfs finish
```
**flow/config.mk**
```make
export PLATFORM = sky130hd
export DESIGN_NAME = day4
export DESIGN_NICKNAME = day4
export VERILOG_FILES = /design/flow/design.v
export SDC_FILE = /design/flow/constraint.sdc
export NUM_CORES = 4
export LEC_CHECK = 1
export CORE_AREA = 10 10 70 70
export DIE_AREA = 0 0 80 80
```
**flow/constraint.sdc**
```tcl
current_design day4

set clk_period 3.0
set clk_io_pct 0.2

create_clock -name clk0 -period $clk_period

set non_clock_inputs [all_inputs -no_clocks]
set_input_delay [expr $clk_period * $clk_io_pct] -clock clk0 $non_clock_inputs
set_output_delay [expr $clk_period * $clk_io_pct] -clock clk0 [all_outputs]
```
**flow/design.v**
```verilog
module  day4 #(parameter SIZE=4)(
input [SIZE-1:0]a, b ,
input cin , 
output [SIZE-1:0]sum , cout);
genvar i;
	add1 a0(.a(a[0]), .b(b[0]), .cin(cin), .sum(sum[0]), .cout(cout[0]));
generate
	for(i=1; i<SIZE; i=i+1) 
		begin : gen_Add
			add1 h0 (.a(a[i]), .b(b[i]), .cin(cout[i-1]), .sum(sum[i]), .cout(cout[i]));
		end
		endgenerate
endmodule
module add1(input a , b , cin , output sum, cout);
assign sum= a^b^cin ;
assign cout= a&b| b&cin | cin&a;
endmodule
```
==> flow_summary.json <==
{
  "post-route-min-period_ns": 2.91,
  "ir_worst_vdd_uv": 40.5,
  "synthTopCellsByCount": "10 x inv_1, 8 x buf_4, 4 x fa_1",
  "n_clock_buffer": 0,
  "place_hpwl_microns": 450,
  "postLayoutCellArea_sq_um": 434,
  "top_area_share_pct": 45.1,
  "criticalPathCategory": "primary input to primary output",
  "fmax_ghz": 0.343,
  "final_max_slew_viol_count": 0,
  "vias_per_cell": 2.14,
  "grt_pass1_vias": 193,
  "critPathTopFamily": "adder cells",
  "most_common_cell": "inv_1",
  "power.leakage_nw": 0.205,
  "fp-row-count": 21,
  "grt_pass1_wl_microns": 855,
  "layout-area-overhead-vs-synth_pct": 144,
  "grt_usage_pct": 1.60,
  "ant_nets": 0,
  "slew_headroom_pct": 93.7,
  "layout-drive-gt1-share_pct": 59.5,
  "regArea_sq_um": 0,
  "antenna_found_initial": 0,
  "status": "complete, no violations",
  "overflow": 0,
  "cellPowerDensity_nw_per_um2": 157,
  "crit_buf_inv": 6,
  "cp_max_fo": 2,
  "min_from": "cin",
  "portBuffers": 17,
  "path_cells": "buf_6, inv_4, fa_2, inv_2, fa_2, fa_2, inv_2, fa_2, inv_2, buf_2",
  "dr_total_vias": 188,
  "hp-class": "primary input to primary output",
  "avgSynthCellArea_sq_um": 8.08,
  "wl_per_cell_microns": 6.31,
  "grt_max_degree": 3,
  "io_pins": 17,
  "cp_slowest_cell": "fa_2",
  "rsz0062_at_grt": "no",
  "drt_wl_total_microns": 555,
  "warning_count": 33,
  "maxCapViolCount": 0,
  "die_w_microns": 80,
  "insertedDiodeCount": 0,
  "setup_viol": 0,
  "die_y_microns": 80,
  "syn_area_sq_um": 178,
  "power_mw": 0.0683,
  "cp_common_cell": "fa_2",
  "start_kind": "primary input",
  "hold_violations": 0,
  "drc": 0,
  "flops": 0,
  "worstSetupEndpointType": "primary output",
  "area_leaders": "fa_1 45%, buf_4 34%, inv_1 21%",
  "design.core.area_sq_um": 3420,
  "drtPass1Iterations": 1,
  "synth_cells": 22,
  "cpPeakStageDelay_ns": 0.43,
  "yosys_cells": 22,
  "yosys_area_sq_um": 178,
  "synth_seq_share_pct": 0,
  "cp_data_required_time_ns": 2.40,
  "dieArea_sq_um": 6400,
  "drt_iter0_drc": 0,
  "ys_warn_count": 0,
  "synth_cell_types": 3,
  "place_area_sq_um": 345,
  "tightest_slew_ns": 0.0940,
  "gp_congestion": 0.778,
  "period_used_pct": 97.1,
  "min_path_cells": 5,
  "synth_top_cell_by_area": "fa_1",
  "cp_data_arrival_time_ns": 2.31,
  "fp_util_pct": 5.20,
  "hold-path-endpoint": "sum[0]",
  "hold_buffers": 0
}
## power by group
group / internal (mW) / switching (mW)
Combinational: 0.0492 / 0.0191
Clock: 0 / 0
Sequential: 0 / 0
Total: 0.0492 / 0.0191
## cell usage in the layout (no fill, tap or decap)
master,count
clkdlybuf4s15_1,1
inv_1,4
buf_6,3
clkdlybuf4s50_1,8
inv_4,1
inv_2,5
fa_2,4
buf_4,11
dlygate4sd2_1,4
buf_2,1
## repair_timing
item                                   in CTS  in global routing
gates resized                              31                  3
endpoints found under the hold margin       0                  0
setup endpoints to repair                   5                  2
pin swaps                                   4                  4
buffers inserted                           11                  0
## worst min-delay path: stages
cell             delay [ns]
buf_6                  0.09
inv_2                  0.04
fa_2                   0.18
inv_1                  0.04
clkdlybuf4s50_1        0.39
## per-layer routing
| metal | track usage, % | wire, microns | vias up |
|---|---|---|---|
| met5 | 0 | 0 | - |
| met4 | 0 | 0 | 0 |
| met3 | 1.02 | 114 | 0 |
| met2 | 1.93 | 166 | 16 |
| met1 | 2.40 | 275 | 84 |
| li1 | - | - | 88 |
## worst max-delay path by stage
stage | start | endpoint | slack (ns) | depth (start not counted)
4_1_cts | b[0] | sum[3] | -0.001 | 10
5_1_grt | b[0] | sum[3] | 0.003 | 10
6_report | a[0] | sum[3] | 0.09 | 10
## cell type report
type                            instances  area (sq um)
Tap cell                               46          57.6
Inverter                               10          40.0
Fill cell                             395          2980
Timing Repair Buffer                   28           246
Multi-Input combinational cell          4          90.1
## cells by family after synthesis
logic type / Yosys count / share of synthesized area (%)
buffers and inverters: 18 / 54.9
adder cells (fa/ha/maj): 4 / 45.1
## through the flow
| stage | setup TNS [ns] | instances | util [%] | hold slack, ns | setup slack [ns] |
|---|---|---|---|---|---|
| finish | 0 | 88 | 12.7 | 1.94 | 0.0884 |
| detailed placement | -1.87 | 77 | 10.1 | 2.24 | -0.779 |
| floorplan | 0 | 22 | - | 1.42 | 0.161 |
| global route | 0 | 88 | 12.7 | 1.98 | 0.00304 |
| global placement | -1.80 | 77 | 10.1 | 2.24 | -0.759 |
| CTS | -0.00140 | 88 | 12.5 | 1.95 | -0.00140 |
Power is estimated from default activity; no workload was simulated.
